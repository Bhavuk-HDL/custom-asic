**run.sh**
```bash
#!/bin/bash
# OpenROAD 26Q1-2900-gdf79404cd8, Yosys 0.63+post, stock flow scripts
make -C /OpenROAD-flow-scripts/flow DESIGN_CONFIG=/design/flow/config.mk WORK_HOME=/design/flow/orfs finish
```
**config.mk**
```make
export PLATFORM = sky130hd
export DESIGN_NAME = codes
export DESIGN_NICKNAME = codes
export VERILOG_FILES = /design/flow/design.v
export SDC_FILE = /design/flow/constraint.sdc
export NUM_CORES = 4
export LEC_CHECK = 1
export CORE_AREA = 10 10 100 100
export DIE_AREA = 0 0 110 110
```
**constraint.sdc**
```tcl
current_design codes

set clk_period 1.7
set clk_io_pct 0.2

create_clock -name clk0 -period $clk_period

set non_clock_inputs [all_inputs -no_clocks]
set_input_delay [expr $clk_period * $clk_io_pct] -clock clk0 $non_clock_inputs
set_output_delay [expr $clk_period * $clk_io_pct] -clock clk0 [all_outputs]
```
**design.v**
```verilog
`default_nettype none
`timescale 10 ns / 1 ps
module codes(
	output wire [31:0]	instruction,
	input wire [7:0]	address
	);
	reg [31:0] instrs [58-1:0];
	initial begin
		instrs[0] =  {12'b10101, 5'd0, 3'b000, 5'd1, 7'b0010011}; 
		instrs[1] =  {12'b111, 5'd0, 3'b000, 5'd2, 7'b0010011}; 
		instrs[2] =  {12'b111111111100, 5'd0, 3'b000, 5'd3, 7'b0010011}; 
		instrs[3] =  {12'b1011100, 5'd1, 3'b111, 5'd5, 7'b0010011}; 
		instrs[4] =  {12'b10101, 5'd5, 3'b100, 5'd5, 7'b0010011}; 
		instrs[5] =  {12'b1011100, 5'd1, 3'b110, 5'd6, 7'b0010011}; 
		instrs[6] =  {12'b1011100, 5'd6, 3'b100, 5'd6, 7'b0010011}; 
		instrs[7] =  {12'b111, 5'd1, 3'b000, 5'd7, 7'b0010011}; 
		instrs[8] =  {12'b11101, 5'd7, 3'b100, 5'd7, 7'b0010011}; 
		instrs[9] =  {6'b000000, 6'b110, 5'd1, 3'b001, 5'd8, 7'b0010011}; 
		instrs[10] = {12'b10101000001, 5'd8, 3'b100, 5'd8, 7'b0010011}; 
		instrs[11] = {6'b000000, 6'b10, 5'd1, 3'b101, 5'd9, 7'b0010011}; 
		instrs[12] = {12'b100, 5'd9, 3'b100, 5'd9, 7'b0010011}; 
		instrs[13] = {7'b0000000, 5'd2, 5'd1, 3'b111, 5'd10, 7'b0110011}; 
		instrs[14] = {12'b100, 5'd10, 3'b100, 5'd10, 7'b0010011}; 
		instrs[15] = {7'b0000000, 5'd2, 5'd1, 3'b110, 5'd11, 7'b0110011}; 
		instrs[16] = {12'b10110, 5'd11, 3'b100, 5'd11, 7'b0010011}; 
		instrs[17] = {7'b0000000, 5'd2, 5'd1, 3'b100, 5'd12, 7'b0110011}; 
		instrs[18] = {12'b10011, 5'd12, 3'b100, 5'd12, 7'b0010011}; 
		instrs[19] = {7'b0000000, 5'd2, 5'd1, 3'b000, 5'd13, 7'b0110011}; 
		instrs[20] = {12'b11101, 5'd13, 3'b100, 5'd13, 7'b0010011}; 
		instrs[21] = {7'b0100000, 5'd2, 5'd1, 3'b000, 5'd14, 7'b0110011}; 
		instrs[22] = {12'b1111, 5'd14, 3'b100, 5'd14, 7'b0010011}; 
		instrs[23] = {7'b0000000, 5'd2, 5'd2, 3'b001, 5'd15, 7'b0110011}; 
		instrs[24] = {12'b1110000001, 5'd15, 3'b100, 5'd15, 7'b0010011}; 
		instrs[25] = {7'b0000000, 5'd2, 5'd1, 3'b101, 5'd16, 7'b0110011}; 
		instrs[26] = {12'b1, 5'd16, 3'b100, 5'd16, 7'b0010011}; 
		instrs[27] = {7'b0000000, 5'd1, 5'd2, 3'b011, 5'd17, 7'b0110011}; 
		instrs[28] = {12'b0, 5'd17, 3'b100, 5'd17, 7'b0010011}; 
		instrs[29] = {12'b10101, 5'd2, 3'b011, 5'd18, 7'b0010011}; 
		instrs[30] = {12'b0, 5'd18, 3'b100, 5'd18, 7'b0010011}; 
		instrs[31] = {20'b00000000000000000000, 5'd19, 7'b0110111}; 
		instrs[32] = {12'b1, 5'd19, 3'b100, 5'd19, 7'b0010011}; 
		instrs[33] = {6'b010000, 6'b1, 5'd3, 3'b101, 5'd20, 7'b0010011}; 
		instrs[34] = {12'b111111111111, 5'd20, 3'b100, 5'd20, 7'b0010011}; 
		instrs[35] = {7'b0000000, 5'd1, 5'd3, 3'b010, 5'd21, 7'b0110011}; 
		instrs[36] = {12'b0, 5'd21, 3'b100, 5'd21, 7'b0010011}; 
		instrs[37] = {12'b1, 5'd3, 3'b010, 5'd22, 7'b0010011}; 
		instrs[38] = {12'b0, 5'd22, 3'b100, 5'd22, 7'b0010011}; 
		instrs[39] = {7'b0100000, 5'd2, 5'd1, 3'b101, 5'd23, 7'b0110011}; 
		instrs[40] = {12'b1, 5'd23, 3'b100, 5'd23, 7'b0010011}; 
		instrs[41] = {20'b00000000000000000100, 5'd4, 7'b0010111}; 
		instrs[42] = {6'b000000, 6'b111, 5'd4, 3'b101, 5'd24, 7'b0010011}; 
		instrs[43] = {12'b10000000, 5'd24, 3'b100, 5'd24, 7'b0010011}; 
		instrs[44] = {1'b0, 10'b0000000010, 1'b0, 8'b00000000, 5'd25, 7'b1101111}; 
		instrs[45] = {20'b00000000000000000000, 5'd4, 7'b0010111}; 
		instrs[46] = {7'b0000000, 5'd4, 5'd25, 3'b100, 5'd25, 7'b0110011}; 
		instrs[47] = {12'b1, 5'd25, 3'b100, 5'd25, 7'b0010011}; 
		instrs[48] = {12'b10000, 5'd4, 3'b000, 5'd26, 7'b1100111}; 
		instrs[49] = {7'b0100000, 5'd4, 5'd26, 3'b000, 5'd26, 7'b0110011}; 
		instrs[50] = {12'b111111110001, 5'd26, 3'b000, 5'd26, 7'b0010011}; 
		instrs[51] = {7'b0000000, 5'd1, 5'd2, 3'b010, 5'b00001, 7'b0100011}; 
		instrs[52] = {12'b1, 5'd2, 3'b010, 5'd27, 7'b0000011}; 
		instrs[53] = {12'b10100, 5'd27, 3'b100, 5'd27, 7'b0010011}; 
		instrs[54] = {12'b1, 5'd0, 3'b000, 5'd28, 7'b0010011}; 
		instrs[55] = {12'b1, 5'd0, 3'b000, 5'd29, 7'b0010011}; 
		instrs[56] = {12'b1, 5'd0, 3'b000, 5'd30, 7'b0010011}; 
		instrs[57] = {1'b0, 10'b0000000000, 1'b0, 8'b00000000, 5'd0, 7'b1101111};
	end
	assign instruction = instrs[address];
endmodule
`default_nettype wire
```
==> reports/notes.md <==
After Yosys synthesis, XOR and XNOR cells account for 0.5868% of the synthesized area. The total count of hold-check failures in the final report is 0, and the ratio of cells with drive above 1 in the final layout is 69.33%. The path class of the tightest hold or removal check is input pin to primary output.

The final timing report counts setup violations totalling 28. In this run, the synthesized area fraction spent on adder and majority cells is recorded as 5.868%. The post-detailed-routing wire length was 9048 um; the initial core utilization was 19.12%. Max-cap violations in this run came to 0. The final worst-path cycle share came out at 123.9%.

For the synthesized instance count, the log shows 246. The number of antenna violations at the first check in global routing was 0; the maximum clock frequency was 0.4748 GHz. Per the run report, area growth between synthesis and finish was 142.9%. The worst path needs 2.106 ns of the cycle, external delays included. The required time at the worst endpoint is listed as 1.36 ns.

The first global-routing pass estimated 13,390 um of wire. Per the synthesis report, the AND-OR/OR-AND share of the synthesized area is 46.10%. For reference, the mux area share after synthesis is 6.454%. According to the report, the first pass of detailed routing completed in 4 iterations. Via count of the first global-routing pass: 2,500.

Summed over all failing endpoints, the final setup total negative slack is -6.685 ns. The final timing report lists a max-slew violation count of 0. The fraction of power consumed by sequential logic is 0%, and the area used by sequential logic in the layout is 0 sq um. Looking at the power breakdown, combinational cells take 100.0% of the total. The global router's overall resource usage was 13.71%. Of the total synthesized cell area, the portion taken by AND, OR, NAND and NOR gates is 28.00%. The maximum number of pins on one net before global-route repair was 18. Area of the synthesized netlist per yosys stat: 1493 sq um. The run gives 0 for the sequential cell count of the final layout. The DRC violation count after routing was 0; the share of synthesized area occupied by flip-flops and latches was 0%.

Once detail routing completed, the nets flagged for antenna violations numbered 0. Hold analysis shows the worst path with a depth of 4. The synthesized design spends more area on one cell type than any other, namely a21oi_1. Setup repair after global routing could not meet its margin everywhere. In this run the biggest area consumer among cell types represents 9.388% of the synthesized area.

By area the synthesized netlist is led by a21oi_1 9.4%, nand2_1 7.0%, buf_2 6.7%, ha_1 5.9%, o21ai_1 5.0%. The horizontal die dimension reported for this design is 110 um. With the total power at 965.6 uW, the mean cell area of the mapped netlist is 6.068 sq um. After its last routability iteration, the placer logged a weighted congestion of 0.9272.

The routed design shows a wire length per standard cell of 18.47 um. The run gives 7807 sq um for the placeable core region. The worst setup path startpoint is address[0]. Summing over every cut layer, the via total after detailed routing is 2,611.

The placed wire-length estimate after detailed placement was 5450 um. Per the Yosys statistics, synthesis produced 246 cells. The highest fanout seen on the critical path was 5. The checks that failed: setup timing.

The power per unit of standard cell area was 266.3 nW/um^2; the count of cell types in the netlist was 58. Yosys shows that the main logic family after synthesis is AND-OR/OR-AND gates. After synthesis, the most frequently instantiated cells are 28 x a21oi_1, 28 x nand2_1, 20 x buf_2, 18 x nor2_1, 15 x o21ai_1.

The worst setup path is launched from an input pin. The number of hold buffers added after CTS was 0. The final layout report lists a clock buffer count of 0.

Per the hold report, the tightest min-delay path originates at address[3]. The share of total power dissipated in the clock network is 0%. The final antenna diode count is 0, and the worst ir drop on vdd is 0.0001266 V. The yosys warning tally is 1, and the placement row count is 32.

The minimum setup slack in the final design is -0.4063 ns. Of the total power, the share spent switching nets is 47.28%. With the chip footprint at 12,100 sq um, the starting DRC count in detailed routing is 140. The logs give 1.77 ns for the signal arrival time at the worst endpoint and 1493 sq um for the cell area after synthesis. The vertical die dimension reported for this design is 110 um. The total overflow left after global routing is 0.

The count of input and output buffers came out at 36. Internal power comes to 509.0 uW. 40 I/O pins were placed. The analysis attributes to cell leakage a power of 1.592 nW. By startpoint and endpoint, the worst setup path is classified as input pin to primary output. For this design the total switching power over the nets is 456.5 uW. In the routed layout, each cell is associated on average with a via count of 5.329. The flow ran to the end, but the final reports show violations.

STA classifies the critical path endpoint as a primary output. The number of warnings the tools reported is 43.
-- cell families after synthesis --
logic type / after synthesis
AND/OR/NAND/NOR: 85
multiplexers: 8
XOR/XNOR: 1
adder cells (fa/ha/maj): 7
AND-OR/OR-AND: 106
buffers and inverters: 38
other: 1
-- routing by layer --
layer / up-vias / routed length (um) / part of all wire (%) / GRT usage [%]
met4: 0 / 305 / 3.4 / 4.089
met2: 130 / 3982 / 44 / 21.59
met5: - / 0 / 0 / 0
met3: 22 / 640 / 7.1 / 2.468
met1: 1254 / 4120 / 46 / 18.68
li1: 1205 / - / - / -
-- final timing paths --
check,endpoint,slack (ns)
worst min-delay path,instruction[7],1.24
worst max-delay path,instruction[20],-0.41
-- per-stage QoR --
step                setup slack, ns  hold slack [ns]  utilization, %  area, sq um  std cells
CTS                         -0.3856            1.232           43.13         3367        484
detailed placement           -1.162            1.621           33.35         2604        441
global route                -0.4471            1.267           46.44         3626        490
floorplan                   -0.2084           0.8798               -         1625        247
finish                      -0.4063            1.243           46.44         3626        490
global placement             -1.152            1.627           33.35         2604        441
-- area by class of cell --
| type | count | area [sq um] |
|---|---|---|
| Timing Repair Buffer | 172 | 1528 |
| Fill cell | 650 | 4182 |
| Multi-Input combinational cell | 209 | 1934 |
| Inverter | 7 | 36.28 |
| Tap cell | 102 | 127.6 |
-- power by group through the flow --
stage         clock network (mW)  logic [mW]  registers [mW]
CTS                            0       0.856               0
global route                   0        1.02               0
finish                         0       0.966               0
-- layout by cell type (no fill, tap or decap), drive strengths merged, types with 2 or more instances in the layout --
cell type / netlist / routed
nor3b: 2 / 2
and2: 2 / 2
o21ai: 26 / 26
buf: 27 / 170
nor2: 19 / 19
a21o: 2 / 2
o21a: 2 / 2
nand3: 5 / 5
nand3b: 2 / 2
o22ai: 6 / 6
o211ai: 4 / 4
mux2: 3 / 3
nand2: 28 / 28
a21oi: 28 / 28
o221ai: 5 / 5
ha: 7 / 7
o311ai: 2 / 2
a31oi: 4 / 4
nor3: 4 / 4
conb: 1 / 2
nand2b: 10 / 10
a211oi: 5 / 5
and3: 2 / 2
a22o: 2 / 2
nor2b: 7 / 7
o2bb2ai: 2 / 2
mux2i: 4 / 4
a211o: 4 / 4
clkinvlp: 0 / 2
inv: 7 / 5
-- worst max-delay path, cell delays in order --
cell	delay, ns
buf_8	0.10
buf_6	0.12
ha_4	0.17
or3b_1	0.38
a21o_1	0.16
o2bb2ai_1	0.12
a22o_1	0.24
buf_2	0.12
-- what timing repair did --
action / 4_1_cts / 5_1_grt
setup buffers: 43 / 13
pin swaps: 68 / 40
gates cloned: 4 / 0
setup endpoints to repair: 30 / 30
resized: 248 / 46
hold endpoints to repair: 0 / 0
Power figures rest on the tool's default switching activity, not on a simulated workload.
