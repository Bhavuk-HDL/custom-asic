==> flow/design.v <==
`default_nettype none
module Fifo#(
	parameter DATA_SIZE = 8,
	parameter FIFO_SIZE = 8	 
	)(
	input wire clock,		 
	input wire reset_n,		 
	input wire data_inen,		 
	input wire data_outen,		 
	output wire fifo_empty,	 
	output wire fifo_full,		 
	input wire [(DATA_SIZE-1):0] data_in,	 
	output reg [(DATA_SIZE-1):0] data_out	 
	);
	reg [($clog2(FIFO_SIZE) - 1) : 0] wptr;	 
	reg [($clog2(FIFO_SIZE) - 1) : 0] rptr;	 
	reg fifo_emptyreg;				 
	reg fifo_fullreg;				 
	reg [(DATA_SIZE-1):0] memory [(FIFO_SIZE - 1):0];	 
	integer i = 0;					 
	assign fifo_empty = fifo_emptyreg;
	assign fifo_full = fifo_fullreg;
	initial begin
		wptr = 0;
		rptr = 0;
		fifo_emptyreg = 1'b1;
		fifo_fullreg  = 1'b0;
		data_out = {DATA_SIZE{1'b0}};
		for (i=0; i<FIFO_SIZE; i=i+1)
			memory[i] = 0;
	end
	always @ (posedge clock, negedge reset_n) begin
		if (~reset_n) begin	 
			wptr = 0;
			rptr = 0;
			fifo_emptyreg = 1'b1;
			fifo_fullreg  = 1'b0;
			data_out = {DATA_SIZE{1'b0}};
			for (i=0; i<FIFO_SIZE; i=i+1)
				memory[i] = 0;
		end
		else begin
			if ((~fifo_fullreg) & (data_inen)) begin
				memory[wptr] <= data_in;
				wptr <= wptr + 1;
				fifo_emptyreg <= 1'b0;
				if ((wptr+1'b1)==rptr)
					fifo_fullreg <= 1'b1;
				else
					fifo_fullreg <= 1'b0;
			end
			if ((~fifo_emptyreg) & (data_outen)) begin
				data_out <= memory[rptr];
				rptr <= rptr + 1;
				fifo_fullreg <= 1'b0;
				if ((rptr+1'b1)==wptr)
					fifo_emptyreg <= 1'b1;
				else
					fifo_emptyreg <= 1'b0;
			end
		end
	end
endmodule
`default_nettype wire
`default_nettype none
module SPI #(
	parameter DATA_BITS = 16,
	parameter ADDR_BITS = 8,
	parameter CLK_RATIO = 8
		)(
	input	wire			clk,
	input	wire			reset_n,
	input	wire			start,
	input	wire [ADDR_BITS - 1:0]	address,
	input	wire [DATA_BITS - 1:0]	data,
	input	wire [CLK_RATIO - 1:0]	ratio,	 
	output	reg			done_o,
	output	reg			busy,
	output	reg			SEN,	 
	output	reg			SCLK,	 
	output	reg			SDATA	 
	);
	reg [ADDR_BITS - 1:0] addr_wr;
	reg [DATA_BITS - 1:0] data_wr;
	reg [$clog2(CLK_RATIO - 1): 0] ratio_reg;
	reg [$clog2(CLK_RATIO - 1): 0] sclk_ind;
	reg [$clog2(DATA_BITS - 1): 0] data_ind;
	reg [$clog2(ADDR_BITS - 1): 0] addr_ind;
	reg clk_sig;
	reg [2:0] curr_wrk;
	localparam [2:0]
		idle		= 3'b000,
		start_spi	= 3'b001,
		address_spi	= 3'b010,
		data_spi	= 3'b011,
		stop		= 3'b100;
	initial begin
		done_o = 1'b0;
		busy = 1'b0;
		SEN = 1'b1;
		SCLK = 1'b1;
		SDATA = 1'b1;
		addr_wr = 0;
		data_wr = 0;
		ratio_reg = 0;
		sclk_ind = 0;
		data_ind = 0;
		addr_ind = 0;
		clk_sig = 1'b0;
		curr_wrk = 3'd0;
	end
	always @(posedge clk, negedge reset_n)
	begin
		if (~reset_n)
			curr_wrk <= idle;
		else
		begin
			case(curr_wrk)
				idle:
				begin
					SEN <= 1'b1;
					SCLK <= 1'b1;
					SDATA <=  1'b1;
					ratio_reg <= CLK_RATIO - 1;
					sclk_ind <= CLK_RATIO - 1;
					addr_ind <= ADDR_BITS - 1;
					data_ind <= DATA_BITS - 1;
					addr_wr <= {ADDR_BITS{1'b0}};
					data_wr <= {DATA_BITS{1'b0}};
					done_o <= 1'b0;
					busy <= 1'b0;
					if (start)
					begin
						curr_wrk <= start_spi;
						ratio_reg <= ratio;
						sclk_ind <= ratio;
						addr_wr <= address;
						data_wr <= data;
						busy <= 1'b1;
					end
				end
				start_spi:
				begin
					SEN <= 1'b0;
					SCLK <= 1'b0;
					SDATA <= addr_wr[addr_ind];
					sclk_ind <= sclk_ind - 1;
					curr_wrk <= address_spi;
				end
				address_spi:
				begin
					sclk_ind <= sclk_ind - 1;
					if (sclk_ind == (ratio_reg >> 1))
					begin
						SCLK <= 1'b1;
						addr_ind <= addr_ind - 1;
						if (addr_ind == 0)
						begin
							curr_wrk <= data_spi;
						end
					end
					if (sclk_ind == 0)
					begin
						sclk_ind <= ratio - 1;
						SCLK <= 1'b0;
						SDATA <= addr_wr[addr_ind];
					end
				end
				data_spi:
				begin
					sclk_ind <= sclk_ind - 1;
					if (sclk_ind == (ratio_reg >> 1))
					begin
						SCLK <= 1'b1;
						data_ind <= data_ind - 1;
						if (data_ind == 0)
							curr_wrk <= stop;
					end
					if (sclk_ind == 0)
					begin
						sclk_ind <= ratio - 1;
						SCLK <= 1'b0;
						SDATA <= data_wr[data_ind];
					end
				end
				stop:
				begin
					sclk_ind <= sclk_ind - 1;
					if (sclk_ind == 0)
					begin
						SEN <= 1'b1;
						SCLK <= 1'b1;
						SDATA <= 1'b1;
						done_o <= 1'b1;
						curr_wrk <= idle;
					end
				end
				default:
				begin
					curr_wrk <= idle;
				end
			endcase
		end
	end
endmodule
`default_nettype wire
`default_nettype none
module SPI_cntrl (
	input	wire		clock,		 
	input	wire		reset_n,	 
	input	wire		start,		 
	input	wire [7:0]	clk_ratio,	 
	input	wire		fifo_wren,	 
	input	wire [31:0]	data_in,	 
	output reg		busy,		 
	output wire		data_full,	 
	output wire		data_empty,	 
	output	wire			SEN,	 
	output	wire			SCLK,	 
	output	wire			SDATA	 
	);
	wire [31:0] spi_data;
	reg	spi_dataen;
	wire	fifo_empty;
	wire	fifo_full;
	reg	spi_start;
	wire	spi_done;
	wire	spi_busy;
	reg [1:0] curr_st;
	localparam [1:0]
		idle_st	= 2'b00,
		read_st	= 2'b01,
		write_st	= 2'b10,
		stop_st	= 2'b11;
	SPI #(.DATA_BITS(16), .ADDR_BITS(8), .CLK_RATIO(8))
	SPI0 (.clk(clock), .reset_n(reset_n), .start(spi_start),
	      .address(spi_data[7:0]), .data(spi_data[23:8]), .ratio(clk_ratio),
	      .done_o(spi_done), .busy(spi_busy),
	      .SEN(SEN), .SCLK(SCLK), .SDATA(SDATA));
	Fifo #(.DATA_SIZE(32), .FIFO_SIZE(8))
	Fifo0 (.clock(clock), .reset_n(reset_n),
	       .data_inen(fifo_wren), .data_outen(spi_dataen),
	       .fifo_empty(fifo_empty), .fifo_full(fifo_full),
	       .data_in(data_in), .data_out(spi_data));
	assign data_full = fifo_full;
	assign data_empty = fifo_empty;
	initial begin
		busy = 1'b0;
		spi_dataen = 1'b0;
		spi_start = 1'b0;
		curr_st = 2'b00;
	end
	always @(posedge clock , negedge reset_n) begin
		if (~reset_n) begin
			curr_st = 2'b00;
		end
		else begin
			case(curr_st)
				idle_st: begin
					busy		<= 1'b0;
					spi_dataen	<= 1'b0;
					spi_start	<= 1'b0;
					if ((start) && (~fifo_empty)) begin
						busy <= 1'b1;
						curr_st <= read_st;
					end
				end
				read_st: begin
					if (~spi_busy) begin
						spi_dataen <= 1'b1;
						curr_st <= write_st;
					end
				end
				write_st: begin
					spi_dataen <= 1'b0;
					spi_start <= 1'b1;
					curr_st <= stop_st;
				end
				stop_st: begin
					spi_dataen <= 1'b0;
					spi_start <= 1'b0;
					if (spi_done) begin
						if (fifo_empty)
							curr_st <= idle_st;
						else
							curr_st <= read_st;
					end
				end
			endcase
		end
	end
endmodule
`default_nettype wire
==> flow/run.sh <==
#!/bin/bash
# OpenROAD 26Q1-2900-gdf79404cd8, Yosys 0.63+post, stock flow scripts
make -C /OpenROAD-flow-scripts/flow DESIGN_CONFIG=/design/flow/config.mk WORK_HOME=/design/flow/orfs finish
==> flow/config.mk <==
export PLATFORM = sky130hd
export DESIGN_NAME = SPI_cntrl
export DESIGN_NICKNAME = SPI_cntrl
export VERILOG_FILES = /design/flow/design.v
export SDC_FILE = /design/flow/constraint.sdc
export NUM_CORES = 4
export LEC_CHECK = 1
export CORE_UTILIZATION = 50
export SYNTH_HDL_FRONTEND = slang
==> flow/constraint.sdc <==
current_design SPI_cntrl

set clk_period 7.4
set clk_io_pct 0.2

create_clock -name clk0 -period $clk_period [get_ports {clock}]

set non_clock_inputs [all_inputs -no_clocks]
set_input_delay [expr $clk_period * $clk_io_pct] -clock clk0 $non_clock_inputs
set_output_delay [expr $clk_period * $clk_io_pct] -clock clk0 [all_outputs]
==> run_results.csv <==
group,metric,value,unit
outcome,outcome,"completed",
cells_and_area,nFillCells,1801,
synth,ys_cells,839,
grt,grt_max_degree,117,
run,max-cap-violations,0,
critical_path,cp-start-kind,"flip-flop",
final_timing,fmax,325.6,MHz
critical_path,arrival,1.59,ns
cells_and_area,reg_top3,"Fifo0.memory x192, Fifo0.data_out x24, SPI0.data_wr x16",
final_timing,clock_skew,0.01108,ns
final_timing,setup_violations,0,
route,detail_route.drc_violations,0,
critical_path,crit_family,"flip-flops",
die,rows,57,
die,die_width,160.4,µm
place,post-place-ws,3.842,ns
cells_and_area,lay_top_count,"dfrtp_1",
synth,synth_flop_count,281,
cells_and_area,drive_above_1_share,0.3601,
critical_path,critPathSlowestCell,"dfstp_2",
synth,syn_area,12550,µm²
clock_network,cts_setup_buffers,0,
route,drtIter0Drc,341,
grt,antenna_found_initial,0,
grt,grt_pass1_wl,41400,µm
final_timing,setup_slack,4.329,ns
synth,netlist-cell-type-count,54,
final_timing,relSlewSlack,0.4817,
final_timing,min_period,3.071,ns
power,ir_drop,0.2927,mV
synth,yosys_area,12550,µm²
clock_network,clock_latency,0.54,ns
run,log.warning_count,40,
route,dr_total_vias,6921,
clock_network,htreeDepth,1,
final_timing,setup-tns-final,0,ns
clock_network,clock-sinks,281,
critical_path,critPathMaxStageDelay,0.59,ns
final_timing,hold_violations,0,
clock_network,clk_pin_slew,0.06,ns
grt,grt_usage,0.2214,
synth,yosysSeqAreaShare,0.5797,
critical_path,worst-path-buf-inv,1,
critical_path,cp.required,5.92,ns
place,place_congestion,0.8309,
critical_path,worstPathCellList,"clkdlybuf4s50_1",
cells_and_area,largest_register_ffs,192,
route,vias_per_cell,5.668,
die,initCoreUtil,0.5131,
grt,grt_pass1_vias,7547,
final_timing,rsz0062_at_grt,"false",
die,core-area,24460,µm²
route,drtPass1Iterations,6,
synth,yosysWarnings,0,
synth,edf_count,48,
critical_path,critPathKind,"flip-flop to primary output",
die,die_h,160.4,µm
place,portBuffers,37,
power,power_leakage,5.841,nW
clock_network,cts-resized-gates,0,
final_timing,finalCritPeriodShare,0.4150,
route,wire_per_inst,20.66,µm
die,dieArea,25740,µm²
min_path,min_path_type,"flip-flop to flip-flop",
clock_network,root_buffer,"clkbuf_16",
clock_network,numCtsBuffers,29,
synth,ff_type,"dfrtp_1",
synth,ys_async_sr_fraction,0.8292,
final_timing,slew_violations,0,
route,postRouteAntennaNets,0,
route,drt-total-wl,25230,µm
cells_and_area,largest-register,"Fifo0.memory",
clock_network,ctsLongestPathBuffers,3,
synth,synth_cells,839,
die,pin_count,50,
grt,overflow,0,
cells_and_area,area_growth_syn_to_layout,13.44,%
clock_network,cts_tree,"built",
power,p_per_area,412.8,nW/µm²
critical_path,end_kind,"primary output",
critical_path,cp_max_fo,7,
place,dpl.hpwl,14090,µm
clock_network,ctsHoldBuffers,0,
final_timing,worst_slew_pin_slew,0.7775,ns
cells_and_area,layout_top_cells,"dfrtp_1, mux2_2, mux4_2, nand2_1, edfxtp_1",
route,n_antenna_cell,0,
synth,synth_area_per_cell,14.96,µm²
==> synth_stat cells (all sizes together), types with 9 or more instances <==
cell,instances,share of area
mux4,51,0.092
mux2i,30,0.024
nor2,13,0.0041
edfxtp,48,0.11
clkbuf,18,0.0054
nand2,50,0.016
nor2b,9,0.0045
o21ai,35,0.014
inv,16,0.0048
and2,29,0.014
xor2,9,0.0063
mux2,194,0.17
dfrtp,230,0.46
xnor2,10,0.0070
buf,30,0.013
==> power by group <==
part	internal, mW	switching [mW]
registers	2.20	0.348
clock network	0.912	0.577
logic	1.11	0.731
total	4.22	1.66
==> per-layer routing <==
| metal | up-vias | part of all wire | GRT usage |
|---|---|---|---|
| li1 | 3149 | - | - |
| met1 | 3556 | 0.43 | 0.3480 |
| met2 | 168 | 0.48 | 0.3414 |
| met3 | 48 | 0.055 | 0.05323 |
| met4 | 0 | 0.028 | 0.04805 |
| met5 | - | 0 | 0 |
==> area by class of cell <==
| type | instances | area [µm²] | area share |
|---|---|---|---|
| clock buffers | 42 | 867.1 | 0.06090 |
| clock inverters | 11 | 127.6 | 0.008964 |
| inverters | 16 | 60.06 | 0.004218 |
| multi-input cells | 494 | 4989 | 0.3504 |
| flip-flops and latches | 281 | 7281 | 0.5114 |
| well taps | 324 | 405.4 | 0.02847 |
| repair buffers | 53 | 508.0 | 0.03568 |
==> through the flow <==
stage	area (µm²)	total power, mW	std cells	hold slack, ns	utilization
after floorplan	12550	3.955	839	0.4049	-
after global placement	13240	4.350	1168	0.4194	0.5414
after detailed placement	13240	4.445	1168	0.4205	0.5414
after CTS	14240	5.962	1221	0.4338	0.5820
after global routing	14240	6.239	1221	0.4653	0.5820
final	14240	5.877	1221	0.4306	0.5820
==> kinds of logic (layout without fill, tap and decap cells) <==
| group | after synthesis | in the layout | synth area share |
|---|---|---|---|
| XOR/XNOR | 19 | 19 | 0.01326 |
| multiplexers | 275 | 275 | 0.2895 |
| AND/OR/NAND/NOR | 132 | 132 | 0.05712 |
| flip-flops | 281 | 281 | 0.5797 |
| adder cells (fa/ha/maj) | 7 | 7 | 0.006978 |
| buffers and inverters | 64 | 122 | 0.02353 |
| AND-OR/OR-AND | 61 | 61 | 0.02991 |
==> worst paths after layout <==
check	slack [ns]	startpoint	end	cells past startpoint
setup / recovery	4.33	Fifo0.fifo_empty$_DFFE_PN1P_	data_empty	1
hold / removal	0.43	SPI0.busy$_DFFE_PP_	curr_st[1]$_DFF_PN0_	1
setup reg to reg	4.95	Fifo0.rptr[0]$_DFFE_PN0P_	Fifo0.data_out[18]$_DFFE_PN0P_	4
hold reg to reg	0.43	SPI0.busy$_DFFE_PP_	curr_st[1]$_DFF_PN0_	1
max in group asynchronous	4.82	reset_n	Fifo0.rptr[0]$_DFFE_PN0P_	3
min in group asynchronous	0.88	reset_n	Fifo0.memory[149]$_DFFE_PN0P_	1
Power and IR drop assume default switching activity.
