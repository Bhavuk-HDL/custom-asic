==> flow/design.v <==
`default_nettype none
module RAM_2R2W #(
	parameter DATA_SIZE = 16,			 
	parameter RAM_DEPTH_LOG2 = 5,			 
	parameter RAM_DEPTH = 2**RAM_DEPTH_LOG2	 
	)(
	input wire clock,		 
	input wire reset_n,		 
	input wire data_rden1,		 
	input wire data_wren1,		 
	input wire data_rden2,		 
	input wire data_wren2,		 
	input wire [(DATA_SIZE-1):0] data_in1,  
	input wire [(DATA_SIZE-1):0] data_in2,  
	output reg [(DATA_SIZE-1):0] data_out1,  
	output reg [(DATA_SIZE-1):0] data_out2,  
	input wire [(RAM_DEPTH_LOG2 - 1):0] addr_in1rd,  
	input wire [(RAM_DEPTH_LOG2 - 1):0] addr_in2rd,  
	input wire [(RAM_DEPTH_LOG2 - 1):0] addr_in1wr,  
	input wire [(RAM_DEPTH_LOG2 - 1):0] addr_in2wr,  
	output wire RAM_full		 
	);
	reg [(DATA_SIZE-1):0] memory [(RAM_DEPTH-1):0];	 
	integer i = 0;	 
	assign RAM_full = (&addr_in1wr) | (&addr_in2wr);
	initial begin
		data_out1 = {DATA_SIZE{1'b0}};
		data_out2 = {DATA_SIZE{1'b0}};
		for (i=0; i<RAM_DEPTH; i=i+1)
			memory[i] = 0;
	end
	always @ (posedge clock, negedge reset_n) begin
		if (~reset_n) begin	 
			data_out1 = {DATA_SIZE{1'b0}};
			data_out2 = {DATA_SIZE{1'b0}};
			for (i=0; i<RAM_DEPTH; i=i+1)
				memory[i] = 0;
		end
		else begin
			if (data_wren1)
				memory[addr_in1wr] <= data_in1;
			if (data_rden1)
				data_out1 <= memory[addr_in1rd];
			if (data_wren2)
				memory[addr_in2wr] <= data_in2;
			if (data_rden2)
				data_out2 <= memory[addr_in2rd];
		end
	end
endmodule
`default_nettype wire
==> flow/run.sh <==
#!/bin/bash
# OpenROAD 26Q1-2900-gdf79404cd8, Yosys 0.63+post, stock flow scripts
make -C /OpenROAD-flow-scripts/flow DESIGN_CONFIG=/design/flow/config.mk WORK_HOME=/design/flow/orfs finish
==> flow/config.mk <==
export PLATFORM = sky130hd
export DESIGN_NAME = RAM_2R2W
export DESIGN_NICKNAME = RAM_2R2W
export VERILOG_FILES = /design/flow/design.v
export SDC_FILE = /design/flow/constraint.sdc
export NUM_CORES = 4
export LEC_CHECK = 1
export CORE_UTILIZATION = 40
export SYNTH_HDL_FRONTEND = slang
==> flow/constraint.sdc <==
current_design RAM_2R2W

set clk_period 2.1
set clk_io_pct 0.2

create_clock -name clk0 -period $clk_period [get_ports {clock}]

set non_clock_inputs [all_inputs -no_clocks]
set_input_delay [expr $clk_period * $clk_io_pct] -clock clk0 $non_clock_inputs
set_output_delay [expr $clk_period * $clk_io_pct] -clock clk0 [all_outputs]
==> impl_metrics.tcl <==
# yosys + openroad results
set metrics [dict create \
    crit_required_ns 2.57 \
    slew_headroom 0.5635 \
    whs_ns 0.5241 \
    synth_area_um2 34170 \
    rr_worst_depth 7 \
    rows 106 \
    cts.path.max_buffers 3 \
    wl_met1_mm 54.40 \
    mostFrequentLayoutCell "mux2i_1" \
    clk_pin_slew_worst_paths_ns 0.06 \
    placed_cell_area_um2 39770 \
    antenna_found_initial 4 \
    numSynthFlops 544 \
    p_total_uw 37260 \
    most-common-layout-cells "mux2i_1 (1,024), dfrtp_1 (537), a21oi_1 (375), nand2_1 (277), nor2_1 (258)" \
    timing.fmax_ghz 0.4787 \
    syn_inst 3521 \
    topCellsByArea "dfrtp_1 (40%), mux2i_1 (30%), a21oi_1 (5.6%)" \
    synth_seq_share 0.3984 \
    grt_pass1_vias 28730 \
    critPathLaunchType "input pin" \
    grtUsageTotal 0.3202 \
    place_hpwl_mm 89.38 \
    top_layer "met5" \
    routed_wl_mm 133.5 \
    gp_congestion 1.007 \
    cpLargestDelayFamily "buffers and inverters" \
    critPathArrivalTime_ns 2.56 \
    synth.top_cell.area_share 0.3984 \
    setup_viol 0 \
    ys_types 39 \
    vias 29380 \
    insertion_delay_ns 0.62 \
    syn_to_final_growth_pct 23.21 \
    grt_pass1_wl_mm 195.6 \
    cts-root-buf "clkbuf_16" \
    p_per_area_nw_per_um2 885.2 \
    fill_cells 7589 \
    skew_ns 0.03099 \
    ios 91 \
    drive_above_1_share 0.1678 \
    die_y_um 294.3 \
    cts_max_level 3 \
    maxCapViolations 0 \
    crit_buf_inv 3 \
    logic_area_um2 18870 \
    dieArea_um2 86590 \
    worst_pin_slew_ns 0.6547 \
    grt_max_degree 81 \
    yosysCellCount 3521 \
    hold_path_class "input pin to asynchronous set/reset pin" \
    slew_viol_final 0 \
    ant_nets 0 \
    portBuffers 90 \
    p_leak_uw 0.01945 \
    grt_setup_unrepaired "true" \
    syn-mean-instance-area_um2 9.704 \
    n_antenna_cell 0 \
    dp_slack_ns -0.7800 \
    numCtsBuffers 66 \
    fin_crit_ns 2.089 \
    met3_length_mm 14.51 \
    crit_type "input pin to flip-flop" \
    post-route-period-util 0.9948 \
    yosys.area.top_type "dfrtp_1" \
    clock-sinks 544 \
    worstPathCellList "clkdlybuf4s50_1, buf_4, nor2_4, buf_12, a22oi_1, a21oi_1, nor4_1, mux2_2" \
    drtIter0Drc 2510 \
    core_um2 84090 \
    routedWlPerCell_um 27.25 \
    cpMaxStageDelayCell "clkdlybuf4s50_1" \
    fp-utilization 0.4063 \
    worstSetupEndpointType "flip-flop" \
    max_stage_delay_ns 0.52 \
    hold_violations 0 \
    fp.dieW_um 294.3 \
    tritoncts "yes" \
    vias_per_cell 5.997 \
    fin_ws_ns 0.01096 \
    finalInstanceArea_um2 42100 \
    status "complete, no violations" \
    dr.pass1.iters 5 \
    drc 0 \
    wl_met2_mm 57.63 \
    yosys_warnings 0 \
    crit_cells 8 \
    grt-ovfl-total 0 \
    ir_drop_mv 0.5580 \
    regArea_um2 13620 \
    log.warning_count 26 \
    ys_chip_area_um2 34170 \
    critPathMaxFanout 43 \
]
final timing paths:
| kind | startpoint | end | slack [ns] |
|---|---|---|---|
| max | addr_in2rd[2] | data_out2[0] | 0.01 |
| min reg2reg | data_out2[6] | data_out2[6] | 0.56 |
| max in group asynchronous | reset_n | memory[479] | 1.08 |
| min | reset_n | memory[257] | 0.52 |
| max reg2reg | memory[340] | data_out1[4] | 0.22 |
| min in group clk0 | data_out2[6] | data_out2[6] | 0.56 |
synth_stat cells:
cell type / number
a21oi_1: 384
a22oi_1: 256
and2_1: 2
and3_1: 3
and3b_1: 6
buf_1: 44
buf_12: 3
buf_2: 56
buf_4: 82
buf_6: 3
buf_8: 1
clkbuf_1: 173
clkbuf_2: 2
dfrtp_1: 544
mux2_2: 32
mux2i_1: 1024
nand2_1: 277
nand2_2: 16
nand2b_1: 4
nand3_1: 2
nand3_2: 1
nand3_4: 1
nand3b_1: 2
nand3b_4: 5
nor2_1: 276
nor2_2: 3
nor2_4: 9
nor2_8: 4
nor2b_1: 4
nor3_2: 1
nor3b_1: 1
nor3b_2: 4
nor4_1: 32
o21ai_0: 220
o21ai_1: 37
or2_2: 2
or3_1: 1
or3b_1: 2
or3b_2: 2
registers in the layout, summed over array words and instances (netlist names):
signal	count
memory	512
data_out1	16
data_out2	16
kinds of logic (layout without fill, tap and decap cells):
group | count (synthesis) | in the layout | synth area share
compound gates | 897 | 897 | 0.1501
buf+inv | 364 | 609 | 0.05354
flops | 544 | 544 | 0.3984
mux | 1056 | 1056 | 0.3105
simple gates | 660 | 660 | 0.08734
worst register-to-register path: cells and delay by family (launching register included):
family | cells | cell delay (ns)
AOI/OAI and AO/OA | 2 | 0.51
buffers and inverters | 2 | 0.30
and+or+nand+nor | 1 | 0.04
muxes | 2 | 0.55
DFF | 1 | 0.39
layer usage:
metal | vias up | GRT usage
met5 | - | 0.01702
met4 | 4 | 0.1312
met3 | 323 | 0.1101
met2 | 1442 | 0.4593
met1 | 14470 | 0.4502
li1 | 13140 | -
layout make-up:
class / count / share of cell area
clock inverter: 18 / 0.006034
tap: 1134 / 0.03370
clock buffer: 97 / 0.04654
multi-input combinational: 2613 / 0.4482
timing repair buffer: 494 / 0.1419
sequential: 544 / 0.3236
per-stage QoR:
step	instances	setup TNS, ns	util
finish	4900	0	0.5006
global route	4900	-0.002999	0.5006
CTS	4900	0	0.4999
detailed placement	4782	-78.15	0.4730
global placement	4782	-67.95	0.4730
floorplan	3521	0	-
power by group:
part / switching [µW] / internal (µW) / leakage [µW] / total (µW)
registers: 2410 / 13300 / 0.00659 / 15700
clock network: 4740 / 7190 / 0.00109 / 11900
logic: 4980 / 4670 / 0.0118 / 9640
timing repair:
action                     in CTS  in global routing
hold endpoints to repair       28                  0
setup endpoints to repair      15                 21
buffers inserted                1                  0
hold buffers                    2                  0
gates resized                  18                 18
pin swaps                       1                  0
Power is estimated from default activity; no workload was simulated.
